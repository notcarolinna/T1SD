==> ./design.v <==
module ctrl_microondas
(
  input start,
  input stop,
  input pause,
  input porta,
  input mais,
  input menos,
  input potencia,
  input [1:0] min_mode,
  input sec_mode,
  input reset,
  input clock,
  output [7:0] an,
  output [7:0] dec_cat,  
  output [2:0] potencia_rgb
);
  wire start_ed;
  wire pause_ed;
  wire stop_ed;
  wire mais_ed;
  wire menos_ed;
  wire [7:0]an_s;  
  wire [7:0]dec_cat_timer, dec_cat_pot;
  wire done_ed;
  reg [1:0] EA;
  reg [6:0] min, sec;
  reg [1:0] sel_potencia;
  reg [1:0]porta_pause;
  timer timepp (.clock(clock), .stop(stop_ed), .pause(porta_pause),.start(start_ed), .reset(reset), .done(done_ed), .min(min), .sec(sec), .an(an_s), .dec_cat(dec_cat_timer));  
  assign an = an_s;
  edge_detector startf (.clock(clock), .reset(reset), .din(start), .rising(start_ed));  
  edge_detector pausef (.clock(clock), .reset(reset), .din(pause), .rising(pause_ed));
  edge_detector stopf (.clock(clock), .reset(reset), .din(stop), .rising(stop_ed));
  edge_detector menosf (.clock(clock), .reset(reset), .din(menos), .rising(menos_ed));
  edge_detector maisf (.clock(clock), .reset(reset), .din(mais), .rising(mais_ed));
   always @(posedge clock or posedge reset)begin
   if(reset == 1)begin 
    porta_pause <= 1'b0;
   end 
   else if(pause_ed == 1 || porta == 1)begin  
        porta_pause <= 1'b1;
   end
   else begin
        porta_pause <= 1'b0;
   end
   end
  always @(posedge clock or posedge reset)begin
  if(reset == 1)begin
   EA <= 2'd0;
  end
  else begin
    case(EA)
      2'd0:  
        begin
          if(start_ed == 1)begin  
            EA <= 2'd3;
          end
        end
      2'd1:  
        begin
          if(porta_pause == 1'b1)begin  
            EA <= 2'd2;  
          end
          else if(stop_ed == 1 || done_ed == 1 )begin   
              EA <= 2'd0;  
          end
        end
      2'd2:  
        begin
          if(start_ed == 1 || porta_pause == 1 )begin  
            EA <= 2'd1;  
          end
        end
      2'd3:  
      begin
          if(done_ed == 0)begin  
            EA <= 2'd1;  
          end 
          else begin
            EA <= 2'd3;  
          end
       end
       default: begin
            EA <= 2'd0;  
       end 
    endcase
    end
  end
always@(posedge clock or posedge reset) begin
if(reset == 1)begin  
     min <= 7'd0;
     sec <= 7'd0;
end
else if( EA == 2'd1)begin  
    min <= 7'd0;
     sec <= 7'd0;
end
else begin
if(potencia == 0)begin  
if(min_mode[1])begin  
    if(mais_ed == 1)begin  
        if(min >= 7'd90) begin  
            min <= 7'd99;  
            sec <= 7'd59;  
        end
        else begin 
        min <= min + 7'd10;  
        end
    end
    else if(menos_ed == 1)begin   
      min <= min - 10;  
    end
end 
else if(min_mode[0])begin  
    if(mais_ed == 1)begin  
      min <= min + 1;  
    end
    else if(menos_ed == 1)begin   
        if(min == 7'd0)begin  
        min <= 7'd0;
        end
      min <= min - 1;
    end
end
else if(sec_mode == 1)begin  
  if(mais_ed == 1)begin  
       if(sec >= 7'd59) begin  
          sec <= 7'd59;  
        end
      sec <= sec + 10;  
    end
    else if(menos_ed == 1)begin   
        if(sec == 7'd0)begin  
        sec <= 7'd0;  
        end
      sec <= sec - 10;  
    end
  end
else if(sec_mode == 0)begin  
   if(mais_ed == 1)begin  
      sec <= sec + 1;  
    end
        else if(menos_ed == 1)begin   
         sec <= sec - 1;  
        end
      end
    end
  end
end
assign dec_cat_pot = (sel_potencia == 2'd0) ?  8'b11101111:
                      (sel_potencia == 2'd1) ? 8'b11111101:
                      8'b01111111 ;
always @(posedge clock or posedge reset)begin
    if(reset == 1)begin
      sel_potencia <= 2'd0;  
    end
    else begin
    if(potencia == 1 && EA == 2'd0)begin
      case(sel_potencia)
        2'd0:
          begin
            if(mais_ed == 1)begin
              sel_potencia <= 2'd1;
            end 
            else if(menos_ed == 1)begin
              sel_potencia <= 2'd0; 
            end
          end
        2'd1:
          begin
            if(mais_ed == 1)begin
              sel_potencia <= 2'd2;
            end
            else if(menos_ed == 1)begin
              sel_potencia <= 2'd0;   
            end
          end
        2'd2:
          begin
            if(mais_ed == 1)begin
              sel_potencia <= 2'd2;
            end
            else if(menos_ed == 1)begin
              sel_potencia <= 2'd1; 
            end
          end
        endcase
    end
  end 
end
assign dec_cat = (an_s[5] == 0) ? dec_cat_pot :
                  dec_cat_timer;
assign potencia_rgb = (EA == 2'd0 || EA == 2'd2 || porta_pause == 1'b1) ? 3'b000:  
                      (sel_potencia == 2'd0) ? 3'b001:  
                      (sel_potencia == 2'd1) ? 3'b010:  
                      3'b100;  
endmodule
module dspl_drv_NexysA7 
#(parameter HALF_MS_COUNT = 50000)
(
  input clock, reset,
  input [5:0] d1, d2, d3, d4, d5, d6, d7, d8,
  output reg [7:0] an, dec_cat
);
  reg ck_1KHz;
  reg [2:0] dig_selection;
  reg [4:0] selected_dig;
  reg [31:0] count_50K;
  always @(posedge clock or posedge reset)
  begin
    if (reset == 1'b1) begin
      ck_1KHz   <= 1'b0;
      count_50K <= 32'd0;
    end
    else begin
      if (count_50K == HALF_MS_COUNT-1) begin
        ck_1KHz   <= ~ck_1KHz;
        count_50K <= 32'd0;
      end
      else begin
        count_50K <= count_50K + 1;
      end
    end
  end
  always @(posedge ck_1KHz or posedge reset)
  begin
    if (reset == 1'b1) begin
      dig_selection <= 3'd0;
      selected_dig  <= 5'd0;
      an            <= 8'b11111111;  
    end
    else begin
      if (dig_selection == 3'b111) begin
        dig_selection <= 3'd0;
      end
      else begin
        dig_selection <= dig_selection + 1;
      end
      case (dig_selection)
        3'd0 : begin
          selected_dig <= d1[4:0];
          an <= {7'b1111111, ~d1[5]};
        end
        3'd1 : begin
          selected_dig <= d2[4:0];
          an <= {6'b111111, ~d2[5], 1'b1};
        end
        3'd2 : begin
          selected_dig <= d3[4:0];
          an <= {5'b11111, ~d3[5], 2'b11};
        end
        3'd3 : begin
          selected_dig <= d4[4:0];
          an <= {4'b1111, ~d4[5], 3'b111};
        end
        3'd4 : begin
          selected_dig <= d5[4:0];
          an <= {3'b111, ~d5[5], 4'b1111};
        end
        3'd5 : begin
          selected_dig <= d6[4:0];
          an <= {2'b11, ~d6[5], 5'b11111};
        end
        3'd6 : begin
          selected_dig <= d7[4:0];
          an <= {1'b1, ~d7[5], 6'b111111};
        end
        default : begin
          selected_dig <= d8[4:0];
          an <= {~d8[5], 7'b1111111};
        end
      endcase
    end
  end
  always @*
  begin
    case (selected_dig[4:1])
      4'h0 : dec_cat[7:1] = 7'b0000001;
      4'h1 : dec_cat[7:1] = 7'b1001111;
      4'h2 : dec_cat[7:1] = 7'b0010010;
      4'h3 : dec_cat[7:1] = 7'b0000110;
      4'h4 : dec_cat[7:1] = 7'b1001100;
      4'h5 : dec_cat[7:1] = 7'b0100100;
      4'h6 : dec_cat[7:1] = 7'b0100000;
      4'h7 : dec_cat[7:1] = 7'b0001111;
      4'h8 : dec_cat[7:1] = 7'b0000000;
      4'h9 : dec_cat[7:1] = 7'b0000100;
      4'hA : dec_cat[7:1] = 7'b0001000;
      4'hB : dec_cat[7:1] = 7'b1100000;
      4'hC : dec_cat[7:1] = 7'b0110001;
      4'hD : dec_cat[7:1] = 7'b1000010;
      4'hE : dec_cat[7:1] = 7'b0110000;
      default : dec_cat[7:1] = 7'b0111000;
    endcase
    dec_cat[0] = ~selected_dig[0];
  end
endmodule
module edge_detector
(
  input clock, reset, din,
  output reg rising
);
  reg [16:0] contador;
  reg [1:0] EA;
  always @(posedge clock or posedge reset)
  begin
    if (reset == 1'b1) begin
	  EA <= 2'd0;
      rising <= 1'b0;
	  contador <= 17'd0;
    end
    else begin
      case (EA)
        2'd0 : begin
          if (din == 1'b1) begin
            contador <= 17'd0;
			EA <= 2'd1;
			rising <= 1'b1;
          end
        end
        2'd1 : begin
	      EA <= 2'd2;
	      rising <= 1'b0;
        end	
        default : begin
          if (din == 1'b0 && contador > 130000) begin  
            EA <= 2'd0;
		  end
		  else begin
		    contador <= contador + 1;
          end
        end
      endcase
    end
  end
endmodule
module timer
  #(parameter HALF_MS_CONT = 50000000)
(
  input start,
  input pause,
  input stop,
  input [6:0] min,  
  input [6:0] sec,  
  input reset,
  input clock,
  output [7:0] an,   
  output [7:0] dec_cat,  
  output done 
);
    wire start_ed;
    wire pause_ed;
    wire stop_ed;
    wire [3:0] uni_min, dez_min, uni_seg, dez_seg;
    reg clk_1;
    reg [31:0] cont_50K;
    reg [6:0] min_left, sec_left;
    reg [1:0] EA;
  edge_detector startf (.clock(clock), .reset(reset), .din(start), .rising(start_ed));  
  edge_detector pausef (.clock(clock), .reset(reset), .din(pause), .rising(pause_ed));
  edge_detector stopf (.clock(clock), .reset(reset), .din(stop), .rising(stop_ed));
    always @(posedge clock or posedge reset)
    begin
      if (reset == 1'b1) begin  
        clk_1   <= 1'b0;
        cont_50K <= 32'd0;  
      end
      else begin
        if (cont_50K == HALF_MS_CONT-1) begin
          clk_1  <= ~clk_1;  
          cont_50K <= 32'd0;  
       end
      else begin
        if (EA == 2'd1 || EA == 2'd0) begin
        cont_50K <= cont_50K + 1;  
        end
      end
    end
end
always @(posedge clock or posedge reset)
begin
  if (reset == 1) begin
    EA <= 2'd00;  
  end
  else begin
    case (EA)
      2'd0:  
        begin
          if (start_ed == 1) begin  
            EA <= 2'd1;  
          end
        end
      2'd1:  
        begin
          if (stop_ed == 1 || (min_left == 7'd0 && sec_left == 7'd0)) begin  
            EA <= 2'd00;  
          end
          else if (pause_ed == 1) begin  
            EA <= 2'd02;  
          end
        end
      2'd2:  
        begin
          if (pause_ed == 1 || start_ed == 1) begin  
            EA <= 2'd01;  
          end
          else if (stop_ed == 1) begin  
            EA <= 2'd00;  
          end
        end
    endcase
  end
end
assign done = (EA == 2'd0) ? 1'b1 : 1'b0;
assign uni_min = (min_left%10);
assign dez_min = (min_left/10);
assign uni_seg = (sec_left%10);
assign dez_seg = (sec_left/10);
always @(posedge clk_1 or posedge reset) begin
  if(reset)begin    
    min_left <= 7'd0;
    sec_left <= 7'd0;
  end
  else begin
    if(EA == 2'd0)begin
      if(min > 7'd99)begin
        min_left <= 7'd99;
        sec_left <= 7'd59;
      end
      else begin
        min_left <= min;
      end
      if(sec > 7'd59)begin
       sec_left <= 7'd59;
      end
      else begin
       sec_left <= sec;
      end
    end
    else if(EA == 2'd1)begin
      if(sec_left == 7'd0)begin
          min_left <= min_left - 1;  
          sec_left <= 7'd59;
        end
      else begin
       sec_left <=sec_left - 1;  
      end
    end
  end
end 
  dspl_drv_NexysA7 driver (.reset(reset), .clock(clock), .d1({1'b1,uni_seg[3:0],1'b0}), .d2({1'b1,dez_seg[3:0],1'b0}), .d3({1'b1,uni_min[3:0],1'b0}), .d4({1'b1,dez_min[3:0],1'b0}), .d5(6'd0), .d6(6'd0), .d7(6'd0), .d8(6'd0), .an(an), .dec_cat(dec_cat));
endmodule                                                  
==> ./run.sh <==
#!/bin/bash
# OpenROAD 26Q1-2900-gdf79404cd8, Yosys 0.63+post, stock flow scripts
make -C /OpenROAD-flow-scripts/flow DESIGN_CONFIG=/design/flow/config.mk WORK_HOME=/design/flow/orfs finish
==> ./config.mk <==
export PLATFORM = sky130hd
export DESIGN_NAME = ctrl_microondas
export DESIGN_NICKNAME = ctrl_microondas
export VERILOG_FILES = /design/flow/design.v
export SDC_FILE = /design/flow/constraint.sdc
export NUM_CORES = 4
export LEC_CHECK = 1
export CORE_UTILIZATION = 50
==> ./constraint.sdc <==
current_design ctrl_microondas

set clk_period 5.7
set clk_io_pct 0.2

create_clock -name clk0 -period $clk_period [get_ports {clock}]

set non_clock_inputs [all_inputs -no_clocks]
set_input_delay [expr $clk_period * $clk_io_pct] -clock clk0 $non_clock_inputs
set_output_delay [expr $clk_period * $clk_io_pct] -clock clk0 [all_outputs]
==> impl_metrics.csv <==
group,metric,value,unit
clock_tree,clock_path_buffers,3,
outcome,outcome,"finished clean",
worst_setup_path,cp.required,4.56,ns
clock_tree,holdBufCountCts,0,
detailed_routing,top_layer_used,"met4",
logic_synthesis,ys_cells,1782,
place,dpl-instance-area,17020,um2
place,place_congestion,0.8981,
logic_synthesis,ys_types,92,
detailed_routing,route.met3.wl,883,um
final_timing,untimed_endpoints,36,
logic_synthesis,ys.flops,284,
place,place.detailed.hpwl,21.65,mm
detailed_routing,wl_met1,16.25,mm
logic_synthesis,syn_area,16310,um2
final_timing,hold_viol_final,0,
final_timing,fin_crit_sh,55.93,%
logic_synthesis,yosysWarnings,5,
floorplan,rows,65,
detailed_routing,met2_length,13.92,mm
final_timing,worst_slew_pin_slew,0.8448,ns
worst_setup_path,slowest_delay,0.47,ns
worst_setup_path,cp_max_fo,6,
place,io_buffers,25,
power,power-per-cell-area,260.0,nW/um2
detailed_routing,vias,12320,
detailed_routing,wirelength,31.60,mm
final_layout,syn2layout_area_growth,10.75,%
worst_setup_path,cp_top_family,"simple AND/OR/NAND/NOR gates",
final_timing,unclocked_pins,25,
grt,grt_use_total,20.47,%
grt,antenna_found_initial,1,
floorplan,core_area,31800,um2
detailed_routing,drc,0,
worst_setup_path,cp-endpoint,"potencia_rgb[2]",
worst_setup_path,cpMaxStageDelayCell,"dfrtp_1",
worst_setup_path,critPathLaunch,"porta_pause[0]",
logic_synthesis,netlist_top_cells_count,"dfrtp_1 (269), nor2_1 (214), nand2_1 (153), inv_1 (100), xor2_1 (97)",
logic_synthesis,top_cells_by_area,"dfrtp_1 (41%), xor2_1 (5.2%), nor2_1 (4.9%)",
grt,grt_pass1_wl,55.35,mm
final_timing,max_slew_margin,43.47,%
final_timing,min_period,3.188,ns
logic_synthesis,async_flop_share,100.0,%
worst_setup_path,rr_worst_depth,10,
floorplan,die_area,33340,um2
power,leakagePower,8.070,nW
clock_tree,cts_root_buf,"clkbuf_16",
worst_setup_path,critPathArrivalTime,2.05,ns
logic_synthesis,yosys_area,16310,um2
logic_synthesis,synthMostInstantiatedCell,"dfrtp_1",
grt,grt_pass1_vias,11550,
worst_setup_path,critPathCaptureType,"output pin",
clock_tree,cts_max_level,1,
clock_tree,cts_resized,0,
final_timing,drv_slew,0,
detailed_routing,viasPerCell,5.451,
final_layout,fillers,2715,
final_layout,drive_gt1_share,6.853,%
detailed_routing,dr.pass1.iters,5,
logic_synthesis,yosysTopAreaCell,"dfrtp_1",
clock_tree,clock_latency,0.57,ns
worst_setup_path,r2r_end,"timepp.pausef.contador[11]",
final_timing,hold_ws,0.4590,ns
logic_synthesis,synth.avg_cell_area,9.152,um2
worst_setup_path,cp.depth,3,
final_layout,fin_area,18060,um2
floorplan,die_w,182.6,um
grt,grt_max_degree,110,
worst_setup_path,reg2reg_from,"timepp.pausef.contador[0]",
worst_setup_path,crit_type,"reg2out",
grt,grt.overflow.total,0,
final_timing,setup_viol,0,
floorplan,fp.dieH,182.6,um
job,cap_violations,0,
floorplan,initCoreUtil,51.29,%
final_timing,clock.fmax,313.7,MHz
final_timing,fin_setup_tns,0,ns
worst_setup_path,path_buffers,1,
final_timing,fin_skew,0.02385,ns
clock_tree,clk_pin_slew_worst_paths,0.06,ns
logic_synthesis,flop_cell,"dfrtp_1",
worst_setup_path,r2r_slack,2.60,ns
clock_tree,cts_setup_buffers,0,
logic_synthesis,yosysSeqAreaShare,43.69,%
min_path,hold_class,"reg2reg",
power,ir_drop,0.2602,mV
power,p_total,4.696,mW
detailed_routing,wl_per_cell,13.98,um
clock_tree,cts_tree,"built",
job,warning_count,51,
logic_synthesis,syn_inst,1782,
final_layout,fin_util,56.80,%
final_timing,rsz0062_at_grt,"no",
worst_setup_path,crit_chain,"nor4_1 > nor2b_1 > clkdlybuf4s50_1",
detailed_routing,detail-route-antenna-nets,0,
floorplan,top_level_ports,31,
worst_setup_path,start_kind,"flop",
detailed_routing,drt_iter0_drc,641,
clock_tree,cts_buffers,30,
logic_synthesis,top_area_share,41.27,%
logic_synthesis,edf_count,0,
[sequential cells by signal (all words and copies together) (netlist names), 17 cells and up]
signal	cells
timepp.cont_50K	32
timepp.startf.contador	17
stopf.contador	17
timepp.driver.count_50K	32
timepp.stopf.contador	17
menosf.contador	17
maisf.contador	17
pausef.contador	17
startf.contador	17
timepp.pausef.contador	17
[per-layer routing]
metal,global-route usage [%],vias up
met3,2.157,36
met2,30.47,147
met4,3.328,0
li1,-,6263
met1,34.36,5873
met5,0,-
[logic make-up (layout without fill, tap and decap cells)]
group | Yosys count | in the layout | synth area share [%]
simple gates | 738 | 738 | 22.72
compound gates | 325 | 325 | 13.03
flops | 284 | 284 | 43.69
xor+xnor | 179 | 179 | 9.613
buf+inv | 163 | 201 | 4.058
fa+ha+maj | 58 | 58 | 4.588
mux | 34 | 34 | 2.286
other cells | 1 | 6 | 0.02299
[cells in the final DEF, fill, tap and decap left out, drive strengths merged, types with 10 or more instances in the layout]
cell	instances
clkdlybuf4s50	25
and2	18
mux2i	30
nand4	51
o21ai	100
nand3	79
nand3b	10
nor4	16
dfstp	15
nand2b	15
ha	55
o21bai	12
nor2b	18
and3	33
nand2	153
nor3	46
buf	18
a21o	17
a211oi	13
or3	36
clkbuf	47
o211ai	13
nor2	216
xnor2	82
xor2	97
a21oi	81
dfrtp	269
inv	101
and4	11
[cell type report]
cell class | instances | area, um2 | share of cell area, %
Tap cell | 435 | 544.3 | 3.013
Clock inverter | 7 | 137.6 | 0.7620
Multi-Input combinational cell | 1339 | 8556 | 47.37
Timing Repair Buffer | 43 | 397.9 | 2.203
Antenna cell | 1 | 2.502 | 0.01385
Inverter | 104 | 394.1 | 2.182
Clock buffer | 47 | 904.6 | 5.008
Sequential cell | 284 | 7126 | 39.45
[worst min-delay path by stage]
stage | end | from | slack [ns] | depth (start not counted)
CTS | timepp.EA[1] | timepp.stopf.rising | 0.46 | 1
finish | timepp.driver.count_50K[0] | timepp.driver.count_50K[0] | 0.46 | 1
global route | timepp.EA[1] | timepp.stopf.rising | 0.47 | 1
[per-stage QoR]
step           cells  setup WS [ns]
3_3_place_gp    2205          2.153
4_1_cts         2259          2.428
5_1_grt         2259          2.335
6_report        2260          2.512
3_5_place_dp    2205          2.041
2_1_floorplan   1786         0.8090
[power breakdown]
| part | total [mW] | internal, mW | switching, mW |
|---|---|---|---|
| clock network | 1.97 | 1.22 | 0.749 |
| registers | 2.13 | 1.95 | 0.179 |
| logic | 0.601 | 0.270 | 0.331 |
No activity file was given, so power comes from the tool's default toggle rates.
